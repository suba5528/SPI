===== flow/run.sh =====
#!/bin/bash
# OpenROAD 26Q1-2900-gdf79404cd8, Yosys 0.63+post, stock flow scripts
make -C /OpenROAD-flow-scripts/flow DESIGN_CONFIG=/design/flow/config.mk WORK_HOME=/design/flow/orfs finish

===== flow/config.mk =====
export PLATFORM = sky130hd
export DESIGN_NAME = spi
export DESIGN_NICKNAME = spi
export VERILOG_FILES = /design/flow/design.v
export SDC_FILE = /design/flow/constraint.sdc
export NUM_CORES = 4
export LEC_CHECK = 1
export CORE_AREA = 10 10 102 102
export DIE_AREA = 0 0 112 112

===== flow/constraint.sdc =====
current_design spi

set clk_period 2.5
set clk_io_pct 0.2

create_clock -name clk0 -period $clk_period [get_ports {clock_in}]

set non_clock_inputs [all_inputs -no_clocks]
set_input_delay [expr $clk_period * $clk_io_pct] -clock clk0 $non_clock_inputs
set_output_delay [expr $clk_period * $clk_io_pct] -clock clk0 [all_outputs]

===== flow/design.v =====
module spi(
    input rs,
    input clock_in,
    input mosi,
    output miso,
    output sclk,
    input cs
);
    reg [7:0] data = 8'b10101001;           
    reg [7:0] received_data;               
    reg [2:0] state_mosi;                  
    reg [2:0] state_miso;                  
    reg [7:0]  read_data;                     
    localparam MOSI_IDLE_STATE = 0;
    localparam MOSI_START_STATE = 1;
    localparam READ_STATE = 2;
    localparam MOSI_STOP_STATE = 3;
    localparam MISO_IDLE_STATE = 4;
    localparam MISO_START_STATE = 5;
    localparam WRITE_STATE = 6;
    localparam MISO_STOP_STATE = 7;
    reg [3:0] mosi_counter;
    reg [3:0] miso_counter;
    wire spi_clk;
    reg miso_out;
    assign spi_clk=clock_in;
    assign sclk=spi_clk;
    assign miso = miso_out;
    initial begin
        state_mosi = MOSI_IDLE_STATE;
        state_miso = MISO_IDLE_STATE;
        miso_out = 1;
    end
    always @(negedge spi_clk) begin
     if (rs == 1) begin
           received_data=0;
           state_mosi=MOSI_IDLE_STATE;
           mosi_counter=7;
     end
         case(state_mosi)
            MOSI_IDLE_STATE: begin
                if (cs == 0) begin
                    state_mosi = MOSI_START_STATE;
                end
            end
            MOSI_START_STATE: begin
                if (mosi == 0) begin  
                    state_mosi = READ_STATE;
                    mosi_counter = 7;
                end
            end
            READ_STATE: begin
                received_data[mosi_counter] = mosi;  
                if (mosi_counter == 0) begin
                    state_mosi = MOSI_STOP_STATE;
                end
                mosi_counter = mosi_counter - 1;
            end
            MOSI_STOP_STATE: begin
                state_mosi = MOSI_IDLE_STATE;  
            end
        endcase
   end 
    always @(posedge spi_clk) begin
    if (rs == 1) begin
               read_data=0;
               state_miso=MISO_IDLE_STATE;
               miso_counter=7;
         end
        case(state_miso)
            MISO_IDLE_STATE: begin
                if (cs == 0) begin
                    state_miso = MISO_START_STATE;
                end
            end
            MISO_START_STATE: begin
                miso_out = 0;  
                state_miso = WRITE_STATE;
                read_data=received_data;
                miso_counter = 7;
            end
            WRITE_STATE: begin
                miso_out = read_data[miso_counter];  
                if (miso_counter == 0) begin
                    state_miso = MISO_STOP_STATE;
                end
                miso_counter = miso_counter - 1;
            end
            MISO_STOP_STATE: begin
                miso_out = 1;  
                state_miso = MISO_IDLE_STATE;
            end
        endcase
    end
endmodule

==> results.toml <==
# implementation run metrics
[status]
status = "finished with violations"
violations = "negative setup slack"

[synth]
synth_flops = 31
logic_family = "simple AND/OR/NAND/NOR gates"
syn-mean-instance-area_sq_um = 8.40
async_flop_share = 0
ys_sh_mux = 0.0455
yosys_area_sq_um = 1680
yosys.area.top_type = "dfxtp_1"
synth.distinct_cells = 54
ff_type = "dfxtp_1"
aoi_share = 0.202
edf_count = 1
syn_inst = 200
synthSimpleGateAreaFrac = 0.268
synth_seq_share = 0.376
xor_area_frac = 0.00522
yosysWarnings = 1
adder_share = 0.0373
netlist_area_sq_um = 1680
ys_top_cells_by_area = "dfxtp_1, nand2_1, o21ai_0, ha_1, a21oi_1"
top_area_frac = 0.358
yosysCellCount = 200

[critical_path]
crit_fanout = 7
start_kind = "primary input"
r2r_setup_slack_ns = 0.57
arrival_ns = 1.93
worstSetupEndpointType = "flip-flop"
critical_path_class = "primary input to flip-flop"
required_ns = 1.64

[floorplanning]
core_sq_um = 8220
chipWidth_microns = 112
initCoreUtil = 0.204
dieHeight_microns = 112
io_pins = 6
chipArea_sq_um = 12500
num_rows = 33

[final_timing]
finalSetupTns_ns = -2.22
worst_pin_slew_ns = 0.489
worst_slack_ns = -0.295
max_slew_margin = 0.674
setup_viol = 9
rsz0062_at_grt = "yes"
hold_viol_final = 0
fin_skew_ns = 0.0758
drv_slew = 0

[power_and_ir_drop]
finalPower_w = 0.00130
p_switching_w = 0.000353
combPwrFrac = 0.089
p_int_w = 0.000949
power_density_nw_per_um2 = 577
sw_frac_of_total = 0.271
max-vdd-ir-drop_mv = 0.198
seq_power_share = 0.414
power.share.clock = 0.497
leakagePower_nw = 0.866

[drt]
via_per_inst = 4.46
diodes = 0
route.antenna.remaining_nets = 0
first_iter_violations = 53
wl_per_cell_microns = 10.8
totalWireLength_mm = 3.69
first_pass_iters = 4
remaining_drc_errors = 0
vias = 1515

[clocking]
insertion_delay_ns = 0.46
clk_pin_slew_ns = 0.06
cts_tree = "done"
hold_buffers = 0

[cells_and_area]
fin_area_sq_um = 2260
area.growth.synth_to_final_pct = 34.5
fillers = 840
utilization = 0.275
fin_cells = 340
drive_gt1_frac = 0.281

[global_route]
grt_pass1_vias = 1440
overflow = 0
track_usage = 0.0586
grt_max_degree = 25
antenna_found_initial = 0
grt_pass1_wl_mm = 6.45

[hold_path]
hp-class = "flip-flop to flip-flop"

[place]
routabilityCongestion = 0.803
portBuffers = 5
post-place-cells = 308
place_area_sq_um = 1910
post-dp-hpwl_mm = 2.42

[run]
maxCapViolCount = 0
warnings = 32
## per-layer routing
metal	up-vias	GRT usage	routed length [microns]
li1	783	-	-
met1	698	0.0786	1840
met2	28	0.0839	1590
met3	6	0.0261	201
met4	0	0.0152	54
met5	-	0	0
## critical path, cell delays in order
cell,delay [ns]
buf_6,0.09
or2_4,0.26
inv_4,0.06
ha_4,0.15
or4b_4,0.46
a221oi_2,0.22
a211oi_1,0.07
a21oi_1,0.12
## area by class of cell
class,instances,area (sq um),share of cell area
multi-input combinational,145,1070,0.476
sequential,31,631,0.279
timing repair buffer,25,194,0.0859
clock buffer,11,138,0.0609
tap,105,131,0.0582
clock inverter,16,61.3,0.0271
inverter,7,28.8,0.0127
## power groups by stage
| stage | clock, W | combinational, W | sequential, W |
|---|---|---|---|
| 5_1_grt | 0.000725 | 0.000129 | 0.000542 |
| 6_report | 0.000647 | 0.000116 | 0.000539 |
| 4_1_cts | 0.000673 | 0.000110 | 0.000539 |
## logic make-up after synthesis
kind of cell / count (synthesis)
compound gates: 51
xor+xnor: 1
fa+ha+maj: 5
buf+inv: 24
flops: 31
mux: 5
simple gates: 83
## cell usage in the layout (no fill, tap or decap), types with 3 or more instances in the layout
| cell type | netlist | layout |
|---|---|---|
| nor2b_1 | 4 | 4 |
| nand2b_1 | 3 | 3 |
| a21oi_1 | 10 | 10 |
| nand2_1 | 31 | 30 |
| nor3_1 | 5 | 4 |
| clkbuf_8 | 0 | 9 |
| clkdlybuf4s50_1 | 0 | 3 |
| o22ai_1 | 3 | 3 |
| buf_4 | 2 | 21 |
| o21ai_0 | 13 | 12 |
| ha_1 | 5 | 3 |
| nor2_1 | 9 | 8 |
| dfxtp_1 | 30 | 30 |
| o311ai_1 | 3 | 3 |
| o21ai_1 | 5 | 5 |
| inv_1 | 6 | 19 |
| a32o_1 | 3 | 3 |
| or4b_4 | 0 | 3 |
## registers in the layout, summed over array words and instances (netlist names)
register	cells
miso_counter	4
miso_out	1
mosi_counter	4
read_data	8
received_data	8
state_miso	3
state_mosi	3
## synth_stat cells (3+ instances only)
| cell type | n |
|---|---|
| nor3b_1 | 3 |
| nor2b_1 | 4 |
| o22ai_1 | 3 |
| nor2_1 | 9 |
| buf_2 | 6 |
| or4b_1 | 3 |
| nor3_1 | 5 |
| inv_1 | 6 |
| o21ai_1 | 5 |
| nand2b_1 | 3 |
| dfxtp_1 | 30 |
| nand3_1 | 4 |
| nand2_1 | 31 |
| ha_1 | 5 |
| a21oi_1 | 10 |
| o21ai_0 | 13 |
| a32o_1 | 3 |
| clkbuf_1 | 6 |
| o311ai_1 | 3 |
## through the flow
| stage | hold WS, ns | setup WS, ns |
|---|---|---|
| finish | 0.456 | -0.295 |
| global route | 0.491 | -0.377 |
| CTS | 0.459 | -0.296 |
| detailed placement | 0.447 | -1.14 |
| global placement | 0.446 | -1.11 |
| floorplan | 0.434 | -0.922 |
## what timing repair did
item                                    CTS  global route
gates resized                            18            11
buffers inserted                          4             3
pin swaps                                 8             8
endpoints found under the setup margin   13            11
## worst paths after layout
| path | startpoint | endpoint | depth (start not counted) |
|---|---|---|---|
| hold reg to reg | read_data[5]$_DFF_P_ | read_data[5]$_DFF_P_ | 2 |
| setup reg to reg | mosi_counter[0]$_DFF_N_ | received_data[6]$_DFF_N_ | 7 |
| hold / removal | read_data[5]$_DFF_P_ | read_data[5]$_DFF_P_ | 2 |
| setup / recovery | rs | state_mosi[0]$_DFF_N_ | 8 |
Power figures rest on the tool's default switching activity, not on a simulated workload.
